<file path="flow/config.mk">
export PLATFORM = sky130hd
export DESIGN_NAME = ALU_8bit
export DESIGN_NICKNAME = ALU_8bit
export VERILOG_FILES = /design/flow/design.v
export SDC_FILE = /design/flow/constraint.sdc
export NUM_CORES = 4
export LEC_CHECK = 1
export CORE_UTILIZATION = 50
</file>
<file path="flow/design.v">
`timescale 1ns / 1ps
module ALU_8bit(A,B,data_in,op_dec,clk,mem_en_dec,mem_rw_dec,mem_mux_sel_dec,RW_dec,reset,flag_ex,ans_ex,data_out,B_Bypass,
mem_en_ex,mem_rw_ex,mem_mux_sel_ex,RW_ex);
input [7:0]A,B,data_in;
input [4:0]op_dec,RW_dec;
input clk,mem_en_dec,mem_rw_dec,mem_mux_sel_dec,reset;
output reg [7:0]data_out,B_Bypass;
output reg [7:0]ans_ex;
output reg [4:0]RW_ex;
output wire[3:0]flag_ex;
output reg mem_en_ex,mem_rw_ex,mem_mux_sel_ex;
wire [7:0]add,i_add;
wire overflow_add,carry_add;
wire [7:0]ct;
wire [7:0]ans_temp;
wire [7:0]data_temp_out;
wire [7:0]sub,i_sub;
wire overflow_sub,carry_sub;
wire [7:0]cs;
wire [7:0]temp_B,i_B;
wire [7:0]ans_and;
wire [7:0]ans_or;
wire [7:0]ans_xor;
wire [7:0]ans_not;
wire [7:0]ans_ls;
wire [7:0]ans_rs;
wire [7:0]ans_rsa;
wire [3:0]flag_temp;
wire [7:0]ans_ld;
wire	[7:0] temp_ans_ex;
wire  [7:0] temp_data_out;
wire	[7:0]temp_B_Bypass;
wire	temp_mem_en_ex;
wire	temp_mem_rw_ex;
wire	temp_mem_mux_sel_ex;
wire	[4:0]temp_RW_ex;
reg [3:0]temp_flag;
assign {ct[0],add[0]}=A[0]+B[0];       
assign {ct[1],add[1]}=A[1]+B[1]+ct[0];
assign {ct[2],add[2]}=A[2]+B[2]+ct[1];
assign {ct[3],add[3]}=A[3]+B[3]+ct[2];
assign {ct[4],add[4]}=A[4]+B[4]+ct[3];
assign {ct[5],add[5]}=A[5]+B[5]+ct[4];
assign {ct[6],add[6]}=A[6]+B[6]+ct[5];
assign {ct[7],add[7]}=A[7]+B[7]+ct[6];
assign overflow_add=ct[7]^ct[6];
assign carry_add=ct[7];
assign i_add=add;
assign {cs[0],sub[0]}=A[0]+ans_not[0]+1'b1;            
assign {cs[1],sub[1]}=A[1]+ans_not[1]+cs[0];
assign {cs[2],sub[2]}=A[2]+ans_not[2]+cs[1];
assign {cs[3],sub[3]}=A[3]+ans_not[3]+cs[2];
assign {cs[4],sub[4]}=A[4]+ans_not[4]+cs[3];
assign {cs[5],sub[5]}=A[5]+ans_not[5]+cs[4];
assign {cs[6],sub[6]}=A[6]+ans_not[6]+cs[5];
assign {cs[7],sub[7]}=A[7]+ans_not[7]+cs[6];
assign overflow_sub=cs[7]^cs[6];
assign carry_sub=cs[7];
assign i_sub=sub;                             
assign temp_B=B;             
assign i_B=temp_B;           
assign ans_and=A&B;          
assign ans_or=A|B;           
assign ans_xor=A^B;     
assign ans_not=~(B);       
assign ans_ls=A<<B;         
assign ans_rs=A>>B;     
assign ans_rsa=(B[2:0] == 3'b000) ? ans_rs : 
((B[2:0] == 3'b001) ? {A[7],ans_rs[6:0]}:
((B[2:0] == 3'b010)?{A[7],A[7],ans_rs[5:0]}:
((B[2:0] == 3'b011)?{A[7],A[7],A[7],ans_rs[4:0]}:
((B[2:0] == 3'b100)?{A[7],A[7],A[7],A[7],ans_rs[3:0]}:
((B[2:0] == 3'b101)?{A[7],A[7],A[7],A[7],A[7],ans_rs[2:0]}:
((B[2:0] == 3'b110)?{A[7],A[7],A[7],A[7],A[7],A[7],ans_rs[1:0]}:
((B[2:0] == 3'b111)?{A[7],A[7],A[7],A[7],A[7],A[7],A[7],ans_rs[0]}:A[7:0]))))))) ;         
assign ans_ld=A;                 
assign ans_temp=(op_dec==5'b00000) ? add :   
((op_dec==5'b00001) ? sub :                  
((op_dec==5'b00010) ? temp_B :               
((op_dec==5'b00100) ? ans_and :             
((op_dec==5'b00101) ? ans_or :                
((op_dec==5'b00110) ? ans_xor  :              
((op_dec==5'b00111) ? ans_not :               
((op_dec==5'b01000) ? i_add :                  
((op_dec==5'b01001) ? i_sub :                  
((op_dec==5'b01010) ? i_B :                    
((op_dec==5'b01100) ? ans_and :                 
((op_dec==5'b01101) ? ans_or :                  
((op_dec==5'b01110) ? ans_xor :                  
((op_dec==5'b01111) ? ans_not :                   
((op_dec==5'b10000) ? ans_ex :                    
((op_dec==5'b10001) ? ans_ex :                    
((op_dec==5'b10100) ? ans_ld:                         
((op_dec==5'b10101) ? A:                         
((op_dec==5'b10110) ? data_in :                   
((op_dec==5'b10111) ? ans_ex :                    
((op_dec==5'b11000) ? ans_ex :
((op_dec==5'b11001) ? ans_ls :
((op_dec==5'b11010) ? ans_rs :
((op_dec==5'b11011) ? ans_rsa :
((op_dec==5'b11100) ? ans_ex :
((op_dec==5'b11101) ? ans_ex :
((op_dec==5'b11110) ? ans_ex :ans_ex
 ))))))))))))))))))))))))));
assign flag_temp=(op_dec==16||op_dec==17) ? 4'b0000 :   
((op_dec==2||op_dec==4||op_dec==5||op_dec==6||op_dec==7||op_dec==10||op_dec==12||op_dec==13||op_dec==14||op_dec==15||op_dec==22||op_dec==25||op_dec==26||op_dec==27) ? {ans_temp[0]^ans_temp[1]^ans_temp[2]^ans_temp[3]^ans_temp[4]^ans_temp[5]^ans_temp[6]^ans_temp[7],1'b0,~(ans_temp[0]|ans_temp[1]|ans_temp[2]|ans_temp[3]|ans_temp[4]|ans_temp[5]|ans_temp[6]|ans_temp[7]),1'b0} :
((op_dec==0||op_dec==8) ? {(ans_temp[0]^ans_temp[1]^ans_temp[2]^ans_temp[3]^ans_temp[4]^ans_temp[5]^ans_temp[6]^ans_temp[7]),overflow_add,~(ans_temp[0]|ans_temp[1]|ans_temp[2]|ans_temp[3]|ans_temp[4]|ans_temp[5]|ans_temp[6]|ans_temp[7]),carry_add} :
((op_dec==1||op_dec==9) ? {(ans_temp[0]^ans_temp[1]^ans_temp[2]^ans_temp[3]^ans_temp[4]^ans_temp[5]^ans_temp[6]^ans_temp[7]),overflow_sub,~(ans_temp[0]|ans_temp[1]|ans_temp[2]|ans_temp[3]|ans_temp[4]|ans_temp[5]|ans_temp[6]|ans_temp[7]),carry_sub} :
temp_flag)));
assign flag_ex=flag_temp;
assign data_temp_out = (op_dec==5'b10111) ? A : data_out;
assign temp_ans_ex=(reset==1'b0)?8'b00000000 : ans_temp;
assign temp_B_Bypass=(reset==1'b0)?8'b00000000 : B;
assign temp_data_out=(reset==1'b0)?8'b00000000 : data_temp_out;
assign temp_mem_en_ex=(reset==1'b0)?1'b0 : mem_en_dec; 
assign temp_mem_rw_ex=(reset==1'b0)?1'b0 : mem_rw_dec;
assign temp_mem_mux_sel_ex=(reset==1'b0)?1'b0 : mem_mux_sel_dec;
assign temp_RW_ex=(reset==1'b0)?5'b00000 : RW_dec;
always@(posedge clk)  
	begin                          
		 ans_ex<=temp_ans_ex;     
		 B_Bypass<=temp_B_Bypass;
		 data_out<=temp_data_out;
		mem_en_ex<=temp_mem_en_ex;
		mem_rw_ex<=temp_mem_rw_ex;
		mem_mux_sel_ex<=temp_mem_mux_sel_ex;
		RW_ex<=temp_RW_ex;
		temp_flag=flag_temp;
	end
endmodule
</file>
<file path="flow/run.sh">
#!/bin/bash
# OpenROAD 26Q1-2900-gdf79404cd8, Yosys 0.63+post, stock flow scripts
make -C /OpenROAD-flow-scripts/flow DESIGN_CONFIG=/design/flow/config.mk WORK_HOME=/design/flow/orfs finish
</file>
<file path="flow/constraint.sdc">
current_design ALU_8bit

set clk_period 10.7
set clk_io_pct 0.2

create_clock -name clk0 -period $clk_period [get_ports {clk}]

set non_clock_inputs [all_inputs -no_clocks]
set_input_delay [expr $clk_period * $clk_io_pct] -clock clk0 $non_clock_inputs
set_output_delay [expr $clk_period * $clk_io_pct] -clock clk0 [all_outputs]
</file>
==> impl_table.tex <==
% Implementation results table
\begin{tabular}{lr}
\hline
Metric & Value \\
\hline
\multicolumn{2}{l}{\textbf{Clock network}} \\
\quad Number of instances resized during post-cts repair & 0 \\
\quad Root buffer selected by CTS & clkbuf\_8 \\
\quad Number of levels the H-tree was split into & 2 \\
\quad Longest Clk Path Bufs & 2 \\
\quad CTS Hold Bufs & 0 \\
\quad Latency at later pin & 0.31 ns \\
\quad CTS tree & yes \\
\quad Clock Pin Slew Worst Setup and Hold Paths & 0.10 ns \\
\quad Total number of clock tree sinks & 36 \\
\quad Clock buffer count from CTS & 5 \\
\quad Setup fix buffers added after clock tree synthesis & 0 \\
\multicolumn{2}{l}{\textbf{Drt}} \\
\quad Wire per inst & 25.84 um \\
\quad Per-cell via count in the routed design & 7.298 \\
\quad Detailed-routing iteration count for the pre-antenna-repair pass & 8 \\
\quad Number of DRC markers in iteration 0 & 732 \\
\quad Post-route DRC & 0 \\
\quad Count of nets left with antenna violations after detail routing & 0 \\
\quad Total Wirelength & 20,200 um \\
\quad Via count & 5,707 \\
\quad Total antenna diodes in the routed design & 0 \\
\multicolumn{2}{l}{\textbf{Setup path}} \\
\quad Start point of the critical path & A[0] \\
\quad CP max-delay cell & clkdlybuf4s50\_1 \\
\quad Worst path cell trace & clkdlybuf4s50\_1 > inv\_1 > ha\_1 > fa\_1 > fa\_1 > fa\_1 > fa\_1 > fa\_1 > fa\_1 > fa\_1 > a211oi\_1 > nor2\_1 > o21ai\_0 > nor2\_1 > a21oi\_2 > xnor3\_1 > xnor2\_1 > xnor2\_1 > a21oi\_1 > clkdlybuf4s50\_1 \\
\quad Maximum cell stage delay along the critical path & 0.50 ns \\
\quad Reg-to-reg critical path endpoint & temp\_flag[3] \\
\quad Worst Setup Start Kind & input pin \\
\quad Capturing element type of the critical path & output port \\
\quad Most used cell, CP & fa\_1 \\
\quad Flop2flop setup slack & 6.80 ns \\
\quad Start-to-end type of the worst setup path & in2out \\
\quad Critical path peak fanout & 3 \\
\quad Arr. time, crit path & 8.10 ns \\
\quad Reg2Reg Depth & 13 \\
\quad Data required time of the worst path & 8.56 ns \\
\quad Startpoint of the most critical register-to-register path & ans\_ex[0] \\
\multicolumn{2}{l}{\textbf{Worst hold path}} \\
\quad Hold wc startpoint & temp\_flag[2] \\
\quad Hold Path Cell Cnt & 2 \\
\quad Worst Hold End & temp\_flag[2] \\
\quad Class of the tightest hold or removal check & reg2reg \\
\multicolumn{2}{l}{\textbf{Run}} \\
\quad Max-capacitance violation count & 0 \\
\quad Count of warning messages emitted by the tools & 35 \\
\multicolumn{2}{l}{\textbf{Place}} \\
\quad PortBufs & 74 \\
\quad Placed cell area & 5376 um2 \\
\quad Routability congestion estimate from global placement & 1.200 \\
\quad DPL Wire Length & 14,870 um \\
\multicolumn{2}{l}{\textbf{Global routing}} \\
\quad Global-route wire length before repair & 30,990 um \\
\quad Via count of the first global-routing pass & 5,435 \\
\quad Overall track demand over capacity in global routing & 43.29\% \\
\quad Antenna violations before repair & 0 \\
\quad Total grt overflow & 0 \\
\quad Pin count of the biggest net entering global routing & 40 \\
\multicolumn{2}{l}{\textbf{Logic synthesis}} \\
\quad Number of cells in the yosys synthesis report & 625 \\
\quad Commonest register cell after synthesis & dfxtp\_1 \\
\quad Summed instance area of the synthesized netlist & 4626 um2 \\
\quad Synth cell types & 79 \\
\quad Largest cells by area & dfxtp\_1 (16\%), nor2\_1 (6.1\%), fa\_1 (6.1\%) \\
\quad Share of the yosys chip area belonging to registers & 15.58\% \\
\quad Cell type with the highest aggregate area in the netlist & dfxtp\_1 \\
\quad Yosys reg bits & 36 \\
\quad Average cell area after synthesis & 7.401 um2 \\
\quad Number of flops mapped to enable cells by yosys & 0 \\
\quad Warnings from Yosys & 1 \\
\quad Share of synthesized registers carrying an async set or reset & 0\% \\
\quad Yosys synthesis chip area & 4626 um2 \\
\quad Post-Syn Instances & 625 \\
\quad Area leader share & 15.58\% \\
\multicolumn{2}{l}{\textbf{Floorplanning}} \\
\quad Top-level port count & 75 \\
\quad Overall die area & 9640 um2 \\
\quad Initial core utilization & 52.28\% \\
\quad Area of the placeable core & 8848 um2 \\
\quad Rows & 34 \\
\quad Vertical die dimension & 98.19 um \\
\quad Chip width & 98.19 um \\
\multicolumn{2}{l}{\textbf{STA}} \\
\quad Unrepaired setup endpoints after global routing & no \\
\quad Endpoints failing hold & 0 \\
\quad Setup clock skew after layout & 0.01311 ns \\
\quad Endpoints failing setup & 0 \\
\quad Worst slew pin tran & 0.9593 ns \\
\quad Final critical-path required period & 10.24 ns \\
\quad Timing-limited maximum frequency & 0.09764 GHz \\
\quad Aggregate negative setup slack & 0 ns \\
\quad Slew Viols, Final & 0 \\
\quad Fraction of the cycle the final worst path needs & 95.72\% \\
\quad Max transition margin & 36.05\% \\
\multicolumn{2}{l}{\textbf{Final layout}} \\
\quad Core occupancy in the finished layout & 61.81\% \\
\quad Fraction of layout instances using a drive strength above 1 & 8.160\% \\
\quad P\&R area growth vs syn & 18.23\% \\
\quad Area of all placed cells without fillers & 5469 um2 \\
\multicolumn{2}{l}{\textbf{Power}} \\
\quad Combinational fraction of design power & 49.1\% \\
\quad Leakage & 1.996 nW \\
\quad Internal power contribution & 0.0003004 W \\
\quad Share of power burned in registers & 29.7\% \\
\quad Peak supply drop & 0.08051 mV \\
\quad Net Sw Frac & 41.05\% \\
\quad Switching Power & 0.0002091 W \\
\quad Power density cells & 93.16 nW/um2 \\
\quad Part of the total power dissipated in the clock network & 21.2\% \\
\multicolumn{2}{l}{\textbf{Run status}} \\
\quad Outcome & finished, final reports clean \\
\hline
\end{tabular}
## cell usage after synthesis (3+ instances only)
library cell	number
a2111oi_0	5
a211o_1	4
a211oi_1	7
a21oi_1	42
a221oi_1	5
a22oi_1	8
a2bb2oi_1	4
a31oi_1	8
a32oi_1	4
and2_1	11
and3_1	5
and3b_1	3
buf_1	4
buf_2	23
buf_4	4
clkbuf_1	20
dfxtp_1	36
fa_1	14
ha_1	18
inv_1	24
inv_2	3
mux2_2	4
mux2i_1	18
mux4_2	4
nand2_1	39
nand2b_1	5
nand3_1	13
nand4_1	4
nor2_1	75
nor2b_1	17
nor3_1	16
nor3b_1	5
nor4_1	6
o211ai_1	14
o21ai_0	41
o21ai_1	10
o221ai_1	11
o22ai_1	13
o31ai_1	3
or2_1	3
or2_2	3
or3_1	6
or3b_1	3
or4_1	4
xnor2_1	5
## power groups by stage
stage	sequential, W	clock [W]	combinational (W)
after CTS	0.000151	0.000110	0.000240
after global routing	0.000152	0.000114	0.000265
final	0.000151	0.000108	0.000250
## routing by layer
metal  up-vias  share of wire, %  track usage [%]
met3       159                16            18.53
li1       2434                 -                -
met1      2548                36            57.18
met4         2               7.7            22.50
met5         -              0.22            3.590
met2       564                40            60.62
## cell families (layout without fill, tap and decap cells)
| group | after synthesis | in the layout | synth area share, % |
|---|---|---|---|
| flip-flops | 36 | 36 | 15.58 |
| XOR/XNOR | 7 | 7 | 1.623 |
| multiplexers | 27 | 27 | 7.060 |
| AND-OR/OR-AND | 211 | 211 | 30.81 |
| adder cells (fa/ha/maj) | 32 | 32 | 10.93 |
| buffers and inverters | 80 | 129 | 7.925 |
| AND/OR/NAND/NOR | 232 | 232 | 26.08 |
## worst max-delay path: cells and delay by family
kind / cells / cell delay [ns]
AOI/OAI and AO/OA: 4 / 0.83
and+or+nand+nor: 2 / 0.12
xor gates and xnor gates: 3 / 0.74
buffers and inverters: 3 / 1.05
adders and majority gates: 8 / 3.21
## cell type report
class                           count  area [um2]
Multi-Input combinational cell    509        3538
Tap cell                          108       135.1
Sequential cell                    36       720.7
Fill cell                         763        3379
Clock inverter                      3       23.77
Clock buffer                        5       68.82
Inverter                           27       101.3
Timing Repair Buffer               94       880.8
## stage by stage
step	instances	worst slack, ns	total power (W)	hold slack (ns)
6_report	782	0.4578	0.0005095	0.4934
5_1_grt	782	0.2298	0.0005302	0.5207
4_1_cts	782	0.5637	0.0005007	0.4978
3_5_place_dp	774	0.6037	0.0003920	0.4837
3_3_place_gp	774	0.6987	0.0003925	0.4691
2_1_floorplan	625	1.801	0.0002960	0.4354
## state kept, by name, indices dropped and copies added (netlist names)
| name | flops |
|---|---|
| RW_ex | 5 |
| mem_en_ex | 1 |
| ans_ex | 8 |
| mem_rw_ex | 1 |
| temp_flag | 4 |
| data_out | 8 |
| B_Bypass | 8 |
| mem_mux_sel_ex | 1 |
## how the worst max path moves through the flow
stage | depth (start not counted) | slack, ns | endpoint
CTS | 20 | 0.56 | flag_ex[3]
global route | 20 | 0.23 | flag_ex[3]
finish | 20 | 0.46 | flag_ex[3]
## cells in the final DEF (no fill, tap or decap), types with 5 or more instances in the layout
cell              n
a2111oi_0         5
a211oi_1          7
a21oi_1          42
a221oi_1          5
a22oi_1           8
a31oi_1           8
and2_1           11
and3_1            5
buf_4            20
clkbuf_8          5
clkdlybuf4s50_1  72
dfxtp_1          36
fa_1             14
ha_1             18
inv_1            24
mux2i_1          18
nand2_1          39
nand2b_1          5
nand3_1          13
nor2_1           75
nor2b_1          17
nor3_1           16
nor3b_1           5
nor4_1            6
o211ai_1         14
o21ai_0          41
o21ai_1          10
o221ai_1         11
o22ai_1          13
or3_1             6
xnor2_1           5
Power and IR drop assume default switching activity.
