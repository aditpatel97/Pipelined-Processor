==> flow/constraint.sdc <==
current_design Reg_Bank

set clk_period 2.0
set clk_io_pct 0.2

create_clock -name clk0 -period $clk_period [get_ports {clk}]

set non_clock_inputs [all_inputs -no_clocks]
set_input_delay [expr $clk_period * $clk_io_pct] -clock clk0 $non_clock_inputs
set_output_delay [expr $clk_period * $clk_io_pct] -clock clk0 [all_outputs]
==> flow/design.v <==
`timescale 1ns / 1ps
module Reg_Bank(ins,RW_dm,ans_ex,mux_ans_dm,ans_wb,imm,mux_sel_A,mux_sel_B,imm_sel,clk,reset,A,B);
input[19:0] ins;
input[4:0] RW_dm;
input[7:0] ans_ex,mux_ans_dm,ans_wb,imm;
input[1:0] mux_sel_A,mux_sel_B;
input imm_sel,clk,reset;
output[7:0] A,B;
wire[7:0] temp_B;
reg [7:0] R_Bank[0:31];
wire[4:0] RA,RB;
reg[7:0] reg_A,reg_B;
assign RA=ins[9:5];
assign RB=ins[4:0];
initial begin
	R_Bank[0]<=8'h0;	 
	R_Bank[1]<=8'h1;
	R_Bank[2]<=8'h2;
	R_Bank[3]<=8'h3;
	R_Bank[4]<=8'h4;
	R_Bank[5]<=8'h5;
	R_Bank[6]<=8'h6;
	R_Bank[7]<=8'h7;
	R_Bank[8]<=8'h8;
	R_Bank[9]<=8'h9;
	R_Bank[10]<=8'ha;
	R_Bank[11]<=8'hb;
	R_Bank[12]<=8'hc;
	R_Bank[13]<=8'hd;
	R_Bank[14]<=8'he;
	R_Bank[15]<=8'hf;
	R_Bank[16]<=8'h10;
	R_Bank[17]<=8'h11;
	R_Bank[18]<=8'h12;
	R_Bank[19]<=8'h13;
	R_Bank[20]<=8'h14;
	R_Bank[21]<=8'h15;
	R_Bank[22]<=8'h16;
	R_Bank[23]<=8'h17;
	R_Bank[24]<=8'h18;
	R_Bank[25]<=8'h19;
	R_Bank[26]<=8'h1a;
	R_Bank[27]<=8'h1b;
	R_Bank[28]<=8'h1c;
	R_Bank[29]<=8'h1d;
	R_Bank[30]<=8'h1e;
	R_Bank[31]<=8'h1f;
end
assign A = (mux_sel_A ==2'b00)?reg_A:((mux_sel_A ==2'b01)?ans_ex : ((mux_sel_A ==2'b10)?mux_ans_dm:ans_wb)); 
assign temp_B = (mux_sel_B[1] == 0) ? ((mux_sel_B[0] == 0) ? reg_B: ans_ex) : ((mux_sel_B[0] == 0) ? mux_ans_dm: ans_wb); 
assign B = (imm_sel==1'b0)?temp_B:imm; 
always@(posedge clk)
begin
	if(reset==1'b0)		 
	begin
		reg_A <= 8'b00000000;
		reg_B <= 8'b00000000;
	end
	else
	begin
	reg_A <= R_Bank[RA];
	reg_B <= R_Bank[RB];
	R_Bank[RW_dm]<=mux_ans_dm;
	end
end
endmodule
==> flow/run.sh <==
#!/bin/bash
# OpenROAD 26Q1-2900-gdf79404cd8, Yosys 0.63+post, stock flow scripts
make -C /OpenROAD-flow-scripts/flow DESIGN_CONFIG=/design/flow/config.mk WORK_HOME=/design/flow/orfs finish
==> flow/config.mk <==
export PLATFORM = sky130hd
export DESIGN_NAME = Reg_Bank
export DESIGN_NICKNAME = Reg_Bank
export VERILOG_FILES = /design/flow/design.v
export SDC_FILE = /design/flow/constraint.sdc
export NUM_CORES = 4
export LEC_CHECK = 1
export CORE_UTILIZATION = 40
==> notes.md <==
Implementation results are summarized by area below.

Final timing
The summed negative setup slack over all endpoints is -645 ps. The actual slew at the worst max-slew pin is 394 ps. The worst pin sits at a relative slew slack of 73.7%. The post-route fraction of the period consumed by the critical path is 105%.

Setup repair after global routing could not meet its margin everywhere. The worst setup slack after layout is -96.5 ps. Based on the critical path, the design can be clocked at up to 477 MHz. The number of hold violations in the final report is 0. The final count of negative-setup-slack endpoints is 8.

The max-slew violation count is 0. Final hold analysis gives a worst-case slack of 329 ps. After layout, the setup clock skew is reported as 7.01 ps. Subtracting the final worst setup slack from the clock period gives 2100 ps.

GRT
The number of global-route vias before repair is 8223. The total congestion overflow after global routing is 0. The all-layer global routing usage is 23.5%. Entering global routing, the biggest net connects 33 pins. The first-pass GRT wire length is 51.8 mm. The number of antenna violations at the first check in global routing is 1.

Setup path
Per STA, the highest per-stage delay on the worst path measures 450 ps. Traced cell by cell, the critical path runs through mux4_2 -> mux2_4 -> buf_2. The critical path class is flop to output pin. The library cell contributing the largest single delay on the critical path is sky130_fd_sc_hd__mux4_2. According to the timing report, the arrival time at the worst endpoint equals 1700 ps. Per the timing report, the biggest fanout along the worst path comes to 1. The worst setup path is captured at an output pin. The required arrival time at the worst endpoint is 1600 ps. In this run the critical register-to-register path is captured at reg_A[2]. Logic depth along the worst register-to-register path is recorded as 5.

The minimum setup slack among reg-to-reg paths is 190 ps. The startpoint of the worst-slack reg-to-reg timing path is R_Bank[3][2]. The kind of start point of the critical path is a flop.

Cells and area
Per the run report, area growth between synthesis and finish was 24.0%. Per the final layout report, the fraction of cells sized above drive strength 1 comes to 42.3%.

Logic synthesis
The synthesized instance count is 645. Yosys attributes the largest share of cell area to sky130_fd_sc_hd__edfxtp_1 (58%), sky130_fd_sc_hd__mux4_2 (15%), sky130_fd_sc_hd__mux4_1 (10%). The number of library cell types mapped by synthesis is 38. Once synthesis finished, the tally of register bits stood at 272. The number of warnings issued by yosys is 1. The library cell occupying the most area in the post-synthesis netlist is sky130_fd_sc_hd__edfxtp_1. Yosys reports that the leading cell type by area covers 58.1% of the netlist area. For this run, the register share of the synthesized area comes to 60.5%. The stat command in Yosys gives a chip area of 0.0132 mm^2. The post-synthesis cell count from yosys is 645. The netlist area before placement is 0.0132 mm^2. Averaged over all synthesized cells, the footprint is 20.5 um^2.

Placement
The global placement routability congestion is 0.953. The number of buffers added on ports is 69. For this run the detailed placement stage logged an HPWL of 24.8 mm.

Drt
The antenna diode count is 0. The mean number of vias per cell is 5.83. The DRC violation total left in the routed layout is recorded as 0. In this run, the number of DRC markers left after iteration 0 of detailed routing was 569. The number of vias in the routed layout is 7544. The routed wire length is 35.0 mm. The residual antenna-violating net count after detailed routing is 0.

Dividing the detail-routed wire length by the instance count gives 27.1 um. In the log, the iteration count for the first detailed-route pass is 5.

Power
The worst-case IR drop observed on VDD is 0.000649 V. The report lists the power per cell area as 823 mW/mm^2. The standby leakage power is 5.67 nW.

Floorplan
The height of the die is 184 um. The floorplan has 66 rows. The core outline area is 0.0325 mm^2. The width of the die is 184 um. The core utilization before placement is 40.7%.

During I/O placement, the number of pins put on the boundary was 80. The chip occupies 0.0338 mm^2.

CTS
TritonCTS built the clock tree. At the later pin of the worst-skew pair, clock insertion delay measures 540 ps. The number of sinks on the clock net is 272. The H-tree depth is 1.

After clock tree synthesis, the flow added hold-fix buffers numbering 0. The worst-case clock buffer depth is 3. The clock buffer count from CTS is 29. In this run the clock root is driven by a sky130_fd_sc_hd__clkbuf_16. The clock-pin slew on the worst setup and hold paths is 60 ps.

Worst hold path
Hold analysis shows the worst path with a depth of 3. In this run the most critical hold path is launched from mux_ans_dm[2]. The type of the tightest min-delay check is input pin to flop.

For hold timing, the worst endpoint is R_Bank[30][2].

Run
The tool flagged a number of max-cap violations equal to 0. The warning total across the stage logs is 37.

Outcome
The flow ran to the end, but the final reports show violations. The checks that failed: negative setup slack.
## power by group
group / switching [W] / internal, W
logic: 0.000653 / 0.000774
clock network: 0.00217 / 0.00354
registers: 0.0000375 / 0.00632
## metrics by stage
stage	total power, W	setup slack (ps)	instance area, um^2	std cells	util [%]
6_report	0.0135	-96.5	16400	1295	50.4
5_1_grt	0.0139	-133	16400	1295	50.4
4_1_cts	0.0136	-111	16400	1295	50.4
3_5_place_dp	0.00791	-639	15300	1236	47.1
3_3_place_gp	0.00790	-627	15300	1236	47.1
2_1_floorplan	0.00720	167	13200	645	-
## cells in the final DEF, fill, tap and decap left out, types with 11 or more instances in the layout
master                            instances
sky130_fd_sc_hd__mux2_2                  36
sky130_fd_sc_hd__buf_12                  25
sky130_fd_sc_hd__buf_2                   11
sky130_fd_sc_hd__a31oi_1                 15
sky130_fd_sc_hd__mux4_1                  52
sky130_fd_sc_hd__clkbuf_16               29
sky130_fd_sc_hd__o221ai_1                13
sky130_fd_sc_hd__clkdlybuf4s50_1         27
sky130_fd_sc_hd__nor2_1                  35
sky130_fd_sc_hd__dlygate4sd2_1           18
sky130_fd_sc_hd__edfxtp_1               256
sky130_fd_sc_hd__a22oi_1                 15
sky130_fd_sc_hd__or2_2                   12
sky130_fd_sc_hd__buf_4                  107
sky130_fd_sc_hd__mux4_2                  90
sky130_fd_sc_hd__mux2i_1                 12
## worst max path at each step
stage / from / end / slack, ps / cells after the start
CTS: reg_B[2] / B[2] / -110 / 3
global route: reg_B[2] / B[2] / -130 / 3
finish: reg_B[2] / B[2] / -100 / 3
## area by class of cell
cell class | instances | area (um^2)
Clock buffer | 31 | 733
Clock inverter | 22 | 290
Fill cell | 2612 | 16100
Multi-Input combinational cell | 323 | 4840
Sequential cell | 272 | 8020
Tap cell | 442 | 553
Timing Repair Buffer | 205 | 1960
## flip-flops by register name, indices dropped and copies added (netlist names)
register  cells
R_Bank      256
reg_B         8
reg_A         8
## cells by family (layout without fill, tap and decap cells)
kind of cell    after synthesis  after routing  share of synthesized area [%]
compound gates               47             47                           2.74
mux                         200            200                           30.7
simple gates                 76             76                           2.95
flops                       272            272                           60.5
buf+inv                      50            258                           3.07
## cell usage after synthesis (all sizes together)
library cell / count
nand2b: 1
nand3b: 6
edfxtp: 256
or2b: 1
and2: 2
a22oi: 15
clkbuf: 12
mux2i: 12
or3b: 3
or2: 12
nand3: 3
nor2: 35
nand2: 6
dlygate4sd1: 1
a31oi: 15
a211oi: 1
o21ai: 1
dfxtp: 16
o221ai: 15
mux4: 144
buf: 37
nor2b: 4
nor4bb: 1
or3: 1
and2b: 1
mux2: 44
## layer usage
layer  GRT usage [%]  routed length [um]  vias up
met2            35.8               16900      424
met1            33.3               13100     3847
met4            3.47                 568        0
met3            12.1                4430       44
li1                -                   -     3229
met5               0                   0        -
## repair_timing
item / CTS / global route
setup endpoints to repair: 16 / 12
gates resized: 83 / 9
buffers inserted: 6 / 0
## worst max-delay path, delay by kind of cell (launching register included)
kind / cells / cell delay, ps
multiplexers: 2 / 720
buffers and inverters: 1 / 110
flip-flops: 1 / 320
Power and IR drop assume default switching activity.
