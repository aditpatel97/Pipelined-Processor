## flow/config.mk

```make
export PLATFORM = sky130hd
export DESIGN_NAME = Dependency_check
export DESIGN_NICKNAME = Dependency_check
export VERILOG_FILES = /design/flow/design.v
export SDC_FILE = /design/flow/constraint.sdc
export NUM_CORES = 4
export LEC_CHECK = 1
export CORE_UTILIZATION = 40
```

## flow/constraint.sdc

```tcl
current_design Dependency_check

set clk_period 1.8
set clk_io_pct 0.2

create_clock -name clk0 -period $clk_period [get_ports {clk}]

set non_clock_inputs [all_inputs -no_clocks]
set_input_delay [expr $clk_period * $clk_io_pct] -clock clk0 $non_clock_inputs
set_output_delay [expr $clk_period * $clk_io_pct] -clock clk0 [all_outputs]
```

## flow/design.v

```verilog
`timescale 1ns / 1ps
module Dependency_check(mux_sel_A,mux_sel_B,imm_sel,imm,mem_en_dec,mem_rw_dec,mem_mux_sel_dec,RW_dec,op_dec,ins,clk,reset);
output [1:0]mux_sel_A,mux_sel_B;
output imm_sel;
output [7:0]imm;
output mem_en_dec,mem_rw_dec,mem_mux_sel_dec;
output [4:0]RW_dec,op_dec;
input [19:0]ins;
input clk,reset;
wire temp0,temp1,temp2,temp3,temp4;
wire And_ld,And_imm,And2,And3,And4,And5,And6,And7,knor1;
wire [14:0]And1;
wire [4:0]temp;
reg [4:0]op_dec;
reg Q_temp1,Q_temp2,Q_temp3; 
reg imm_sel;
wire [4:0]i_temp1;
reg [4:0]R1,R2,R3,R4,R5,R6;
wire C1,C2,C3,C4,C5,C6;
wire [4:0]A1_temp1,A1_temp2,A1_temp3;
wire A1,A2,A3,A4;
reg [4:0]ins_temp;
wire temp_Q_temp1;
wire [4:0]temp_op_dec,temp_R1,temp_R2,temp_R3,temp_R4,temp_R5,temp_R6;
wire temp_imm_sel;
wire temp_Q_temp3;	
wire [4:0]temp_ins_temp;
assign temp=ins[19:15];
assign i_temp1=ins[4:0];
assign temp0 = ins[15];					 
assign temp1 = ins[16];
assign temp2 = ins[17];
assign temp3 = ins[18];
assign temp4 = ins[19];
	assign temp_op_dec=(reset == 1'b1 )?temp:5'b0;
	assign And_ld=((~temp1)&temp2&(~temp3)&temp4);
	assign And_imm=((~temp4)&temp3);
	assign And2=((~temp0)&(~temp1)&(~temp2)&(temp3)&(temp4));
	assign And3=((temp2)&(temp3)&(temp4));
	assign And4=((~temp0)&(~temp1)&(temp2)&(~temp3)&(temp4)&(~Q_temp1));
	assign temp_Q_temp1=(reset == 1'b1 )?And4:1'b0;
	assign knor1=(~(And2|And3|Q_temp1));
	assign And1[0]=(ins[0]&knor1);
	assign And1[1]=(ins[1]&knor1);
	assign And1[2]=(ins[2]&knor1);
	assign And1[3]=(ins[3]&knor1);
	assign And1[4]=(ins[4]&knor1);
	assign And1[5]=(ins[5]&knor1);
	assign And1[6]=(ins[6]&knor1);
	assign And1[7]=(ins[7]&knor1);
	assign And1[8]=(ins[8]&knor1);
	assign And1[9]=(ins[9]&knor1);
	assign And1[10]=(ins[10]&knor1);
	assign And1[11]=(ins[11]&knor1);
	assign And1[12]=(ins[12]&knor1);
	assign And1[13]=(ins[13]&knor1);
	assign And1[14]=(ins[14]&knor1);
	assign A1_temp1=And1[4:0];
	assign A1_temp2=And1[9:5];
	assign A1_temp3=And1[14:10];
	assign temp_imm_sel=(reset == 1'b1 )?And_imm:1'b0;
	assign And5=(temp0&(~Q_temp2));
	wire temp_Q_temp2;
	assign temp_Q_temp2=(reset == 1'b1 )?And5:1'b0;
assign mem_rw_dec=Q_temp2;
assign And6=(And_ld&(~Q_temp2));
	assign temp_Q_temp3=(reset == 1'b1 )?And6:1'b0;
	assign And7=((~Q_temp2)&Q_temp3);
	assign mem_mux_sel_dec=And7;
	assign mem_en_dec=Q_temp3;
	assign temp_ins_temp[4:0]=(reset == 1'b1 )?i_temp1[4:0]:5'b0;
	assign imm[7:0]={3'b000,ins_temp[4:0]};
	assign temp_R1[4:0]=(reset == 1'b1 )?A1_temp2[4:0]:5'b0;
	assign temp_R2[4:0]=(reset == 1'b1 )?A1_temp3[4:0]:5'b0;
	assign temp_R3[4:0]=(reset == 1'b1 )?R2[4:0]:5'b0;
	assign temp_R4[4:0]=(reset == 1'b1 )?R3[4:0]:5'b0;
	assign temp_R5[4:0]=(reset == 1'b1 )?R4[4:0]:5'b0;
	assign temp_R6[4:0]=(reset == 1'b1 )?A1_temp1[4:0]:5'b0;
	assign RW_dec[4:0]=R2; 
	always@(posedge clk)
	begin
		op_dec <= temp_op_dec;
		Q_temp1<=temp_Q_temp1;
		imm_sel<=temp_imm_sel;
		Q_temp2<=temp_Q_temp2;
		Q_temp3<=temp_Q_temp3;
		ins_temp <= temp_ins_temp;
		R1 <= temp_R1;
		R2 <= temp_R2;
		R3 <= temp_R3;
		R4 <= temp_R4;
		R5 <= temp_R5;
		R6 <= temp_R6;
	end
assign C1= (R3==R1)?1'b1:1'b0;
assign C2= (R4==R1)?1'b1:1'b0;
assign C3= (R5==R1)?1'b1:1'b0;
assign C4= (R3==R6)?1'b1:1'b0;
assign C5= (R4==R6)?1'b1:1'b0;
assign C6= (R5==R6)?1'b1:1'b0;
assign A1=((~C1)&C2);
assign A2=((~C1)&(~C2)&C3);
assign A3=((~C4)&C5);
assign A4=((~C4)&(~C5)&C6);
assign mux_sel_A = ((A2==1)?2'b11:((A1==1)?2'b10:((C1==1)?2'b01:2'b00)));
assign mux_sel_B = ((A4==1)?2'b11:((A3==1)?2'b10:((C4==1)?2'b01:2'b00)));
endmodule
```

## flow/run.sh

```bash
#!/bin/bash
# OpenROAD 26Q1-2900-gdf79404cd8, Yosys 0.63+post, stock flow scripts
make -C /OpenROAD-flow-scripts/flow DESIGN_CONFIG=/design/flow/config.mk WORK_HOME=/design/flow/orfs finish
```

==> flow_summary_export.csv <==
group,metric,value,unit
cells_and_area,lay_top_count,"clkdlybuf4s50_1",
synth,syn-cell-area,1630,um2
routing,vias,1128,
routing,wl_per_cell,12.3,um
worst_hold_path,hp-class,"reg2reg",
cells_and_area,fill_cells,303,
routing,drt_first_iter_violations,40,
cts,clkTransAtPathRegs,0.08,ns
die,io_pins,48,
placement,io_buffers,44,
critical_path,cp.arrival,1.45,ns
die,chipHeight,65.9,um
cells_and_area,lay_top_cells,"clkdlybuf4s50_1 (40), and2_1 (34), dfxtp_1 (27), dfxtp_2 (13), xor2_1 (11)",
cells_and_area,design_area,2430,um2
critical_path,crit_required,1.44,ns
synth,ys_sh_adder,0,
run,maxCapViolations,0,
run_status,status,"finished with violations",
cts,cts_hold_buf,0,
routing,drtAntennaViolNets,0,
critical_path,cp.depth,4,
synth,mux_area_frac,0,
final_timing,hold_viol_final,0,
critical_path,path_buffers,1,
grt,grt_pass1_wl,5.20,mm
critical_path,crit_type,"reg2out",
pwr,p_per_area,855,nW/um2
synth,avgSynthCellArea,11.0,um2
critical_path,crit_path_max_fanout,3,
routing,vias_per_cell,4.41,
final_timing,finalSetupViolCount,1,
final_timing,setup_slack,-0.00634,ns
pwr,pwr-share-clk,0.347,
critical_path,cp-start-kind,"register",
placement,place.detailed.hpwl,2.37,mm
synth,numSynthFlops,44,
pwr,leakage,1.02,nW
grt,overflow,0,
run_status,violations,"setup timing",
routing,drc_errors,0,
cells_and_area,final_util,0.639,
synth,yosysWarnings,1,
final_timing,fin_crit_sh,1.00,
synth,ys_cells,148,
final_timing,rsz0062_at_grt,"yes",
pwr,power_frac_comb,0.145,
cells_and_area,logic_area,832,um2
critical_path,slowest_delay,0.37,ns
synth,synthCells,148,
cts,clockRootBuffer,"clkbuf_8",
pwr,p_sw,0.447,mW
cts,cts_buffer_depth,2,
synth,synth-compound-area-share,0.0383,
grt,gr-usage-all-layers,0.164,
grt,grt_max_degree,14,
placement,place_area,2190,um2
pwr,peakVddDrop,725,uV
worst_hold_path,hold_depth,1,
grt,grt_antenna_before_repair,0,
synth,synth.area.top_cells,"dfxtp_1 (54%), and2_1 (13%), xnor2_1 (8.6%)",
pwr,p_seq_frac,0.508,
cts,numClockSinks,44,
synth,yosysTopAreaCell,"dfxtp_1",
placement,gp_congestion,0.774,
cells_and_area,layout-drive-gt1-share,0.293,
synth,top_area_frac,0.539,
final_timing,drv_slew,0,
synth,synthTopLogicFamily,"simple AND/OR/NAND/NOR gates",
routing,n_antenna_cell,0,
cts,clk_latency,0.29,ns
die,die_x,65.9,um
final_timing,period_needed,1.81,ns
die,coreArea,3800,um2
die,floorplan.core_util,0.430,
final_timing,holdWs,0.447,ns
routing,routed_wl,3.15,mm
die,rows,22,
cells_and_area,flop_area,912,um2
pwr,internal_power,1.63,mW
synth,xor_share,0.161,
pwr,switching_share,0.216,
synth,ys_seq_share,0.539,
critical_path,critPathTopFamily,"flip-flops",
run,warnings,27,
cts,cts_buffers,5,
die,chip_area,4340,um2
cts,cts_htree_levels,2,
final_timing,fmax,554,MHz
critical_path,worstPathCellList,"xnor2_2 -> nand3_2 -> o32a_1 -> buf_2",
cells_and_area,area_delta_synth_final,48.5,%
synth,synth_cell_types,21,
critical_path,setup.worst_path.end_class,"output pin",
critical_path,reg2reg_depth,3,
cts,cts_tree,"done",
routing,first_pass_iters,3,
pwr,power.total,2.07,mW
grt,grt_pass1_vias,1138,
synth,yosys_area,1630,um2
synth,yosys.area_share.simple,0.235,
critical_path,crit_path_top_delay_cell,"dfxtp_4",
final_timing,skew,0.00195,ns
[cells by family (layout without fill, tap and decap cells)]
group / Yosys count / in the layout
compound gates: 6 / 6
other cells: 1 / 3
simple gates: 60 / 60
xor+xnor: 30 / 30
flops: 44 / 44
buf+inv: 7 / 65
[final timing paths]
check | slack (ns) | from | end
worst max-delay path | -0.006 | R3[2] | mux_sel_A[1]
worst min-delay path | 0.45 | Q_temp1 | Q_temp1
worst max register to register | 0.88 | Q_temp1 | R1[4]
worst min register to register | 0.45 | Q_temp1 | Q_temp1
[layout make-up]
cell class	instances	area share
clock inverter	2	0.0144
sequential	44	0.376
timing repair buffer	55	0.209
clock buffer	6	0.0299
inverter	2	0.00309
tap	48	0.0248
multi-input combinational	99	0.343
[cell usage after synthesis]
library cell	count
inv_1	1
nor2b_1	7
conb_1	1
nor2_1	3
nand3_1	7
nor2_8	1
o32a_1	2
dfxtp_1	44
nand2_1	1
buf_4	3
and2_1	34
nor3_1	1
o32ai_1	2
o21bai_1	1
xnor2_1	16
xor2_1	14
a31o_4	1
inv_2	1
nor3_2	4
buf_2	2
and3_1	2
[metal layers]
metal  global-route usage  wire length (um)  vias up
met1                0.243              1490      508
met2                0.255              1450       29
met5                    0                 0        -
met3               0.0420               149        6
met4               0.0245                57        0
li1                     -                 -      585
[stage by stage]
| stage | instances | setup slack, ns | setup TNS [ns] |
|---|---|---|---|
| after floorplan | 150 | 0.529 | 0 |
| after global placement | 248 | -0.0312 | -0.0453 |
| after detailed placement | 248 | -0.0314 | -0.0370 |
| after CTS | 256 | -0.0134 | -0.0134 |
| after global routing | 256 | -0.0672 | -0.142 |
| final | 256 | -0.00634 | -0.00634 |
[flip-flops by register name, indices dropped and copies added (netlist names)]
| signal | flops |
|---|---|
| R1 | 5 |
| R2 | 5 |
| R3 | 5 |
| R4 | 5 |
| R5 | 5 |
| R6 | 5 |
| ins_temp | 5 |
| op_dec | 5 |
| Q_temp1 | 1 |
| Q_temp2 | 1 |
| Q_temp3 | 1 |
| imm_sel | 1 |
[power by group through the flow]
stage / Clock, mW / Sequential (mW) / Combinational [mW]
finish: 0.719 / 1.05 / 0.301
CTS: 0.742 / 1.05 / 0.289
global route: 0.797 / 1.06 / 0.330
[timing repair]
item	in CTS	in global routing
pin swaps	10	6
resized	39	11
setup buffers	0	0
setup endpoints to repair	4	4
hold endpoints to repair	0	0
Power and IR drop assume default switching activity.
